--- design/flow/run.sh ---
#!/bin/bash
# OpenROAD 26Q1-2900-gdf79404cd8, Yosys 0.63+post, stock flow scripts
make -C /OpenROAD-flow-scripts/flow DESIGN_CONFIG=/design/flow/config.mk WORK_HOME=/design/flow/orfs finish
--- design/flow/config.mk ---
export PLATFORM = sky130hd
export DESIGN_NAME = vga_top
export DESIGN_NICKNAME = vga_top
export VERILOG_FILES = /design/flow/design.v
export SDC_FILE = /design/flow/constraint.sdc
export NUM_CORES = 4
export LEC_CHECK = 1
export CORE_UTILIZATION = 30
--- design/flow/constraint.sdc ---
current_design vga_top

set clk_period 4.4
set clk_io_pct 0.2

create_clock -name clk0 -period $clk_period [get_ports {ClkPort}]

set non_clock_inputs [all_inputs -no_clocks]
set_input_delay [expr $clk_period * $clk_io_pct] -clock clk0 $non_clock_inputs
set_output_delay [expr $clk_period * $clk_io_pct] -clock clk0 [all_outputs]
--- design/flow/design.v ---
`timescale 1ns / 1ps
module block_controller(
    input clk,  
    input rst,
    input BTNC,
    input bright,
    input [9:0] hCount, vCount,  
    output reg [11:0] rgb
    );
    localparam
        START    = 5'b00001,
        STACK    = 5'b00010,
        UPDATE   = 5'b00100,
        CHECK    = 5'b01000,
        DEBOUNCE = 5'b10000;
    wire block_fill;
    reg [1:0] left;
    reg [9:0] xposL, xposR, ypos;  
    reg [9:0] xprevL, xprevR;
    reg [1:0] first;
    reg [1:0] second;
    reg [7:0] state;
    reg [4:0] height;
    reg [11:0] difference;
    reg [9:0] stack [0:9][0:1];  
    integer i, j;
    parameter BLACK     = 12'b0000_0000_0000;
    parameter BLUE      = 12'b0000_1111_1111;
    parameter RED       = 12'b1111_0000_0000;
    parameter WHITE     = 12'b1111_1111_1111;
    always@ (*) begin
        if(~bright)
            rgb = BLACK;
        else if (hCount >= xposL && hCount <= xposR && vCount <= ypos && vCount > ypos - 50)
            rgb = RED;
        else if (hCount >= stack[0][0] && hCount <= stack[0][1] && vCount <= 514 && vCount > 464)  
            rgb = RED;
        else if (hCount >= stack[1][0] && hCount <= stack[1][1] && vCount <= 464 && vCount > 414) 
            rgb = RED;
        else if (hCount >= stack[2][0] && hCount <= stack[2][1] && vCount <= 414 && vCount > 364)
            rgb = RED;
        else if (hCount >= stack[3][0] && hCount <= stack[3][1] && vCount <= 364 && vCount > 314)
            rgb = RED;
        else if (hCount >= stack[4][0] && hCount <= stack[4][1] && vCount <= 314 && vCount > 264)
            rgb = RED;
        else if (hCount >= stack[5][0] && hCount <= stack[5][1] && vCount <= 264 && vCount > 214)
            rgb = RED;
        else if (hCount >= stack[6][0] && hCount <= stack[6][1] && vCount <= 214 && vCount > 164)
            rgb = RED;
        else if (hCount >= stack[7][0] && hCount <= stack[7][1] && vCount <= 164 && vCount > 114)
            rgb = RED;
        else if (hCount >= stack[8][0] && hCount <= stack[8][1] && vCount <= 114 && vCount > 64)
            rgb = RED;
        else if (hCount >= stack[9][0] && hCount <= stack[9][1] && vCount <= 64 && vCount > 14)
            rgb = RED;
        else
            rgb = BLUE;
    end
    always@(posedge clk, posedge rst)
    begin
        if (rst)
        begin
            xposL <= 144;  
            xposR <= 244;  
            ypos <= 514;  
            left <= 1'b1;
            first <= 1'b1;
            height <= 0;
            difference <= 0;
            state <= START;
            second <= 0;
        end
        else if (clk) begin
            case(state)
                START:
                begin
                    xposL <= 144;  
                    xposR <= 244;  
                    ypos <= 514;  
                    left <= 1'b1;
                    first <= 1'b1;
                    height <= 0;
                    difference <= 0;
                    second <= 0;
                    for (i = 0; i < 10; i=i+1)begin
                        for (j = 0; j < 2; j=j+1)begin
                            stack[i][j] = 0;
                        end
                    end
                    if (BTNC) begin 
                        state <= DEBOUNCE;
                    end
                end
                STACK:
                begin
                    if (BTNC) begin
                        if (first == 1'b1) begin
                            first <= 1'b0;
                            xprevL <= xposL;
                            xprevR <= xposR;
                            xposL <= 144;
                            xposR <= 244;
                            height <= height + 1;
                            ypos <= ypos - 50;
                            stack[height][0] <= xposL;
                            stack[height][1] <= xposR;
                            left <= 1'b1;
                            second <= 1'b1;
                            state <= DEBOUNCE;
                        end
                        else begin
                            state <= DEBOUNCE;
                        end
                    end
                    else if (left == 1'b1) begin
                        xposL <= xposL - 1;
                        xposR <= xposR - 1;
                        if (xposR >= 783)
                            left <= 1'b0;
                            xposR <= xposR + 1;
                            xposL <= xposL + 1;
                    end
                    else if (left == 1'b0) begin
                        xposL <= xposL + 1;
                        xposR <= xposR + 1;
                        if (xposL <= 144)
                            left <= 1'b1;
                            xposR <= xposR - 1;
                            xposL <= xposL - 1;
                    end
                end
                DEBOUNCE:
                begin
                    if(BTNC) begin
                    end
                    else if(first)begin
                        state <= STACK;
                    end
                    else if(second)begin
                        second <= 0;
                        state <= STACK;
                    end
                    else if(!BTNC)begin
                        state <= UPDATE;
                    end
                end
                UPDATE:
                begin
                    if (xposL >= xprevR || xposR <= xprevL) begin
                        state <= START;
                    end
                    else if (xposL > xprevL) begin
                        xposR <= xprevR;
                        state <= CHECK;
                    end
                    else begin  
                        xposL <= xprevL;
                        state <= CHECK;
                    end
                end
                CHECK:
                begin
                    difference = xposR - xposL;
                    if ((difference < 10) || (height == 9)) begin
                        state <= START;
                    end
                    else begin
                        xprevL <= xposL;
                        xprevR <= xposR;
                        ypos <= ypos - 50;
                        xposL <= 144;
                        xposR <= 144 + difference;
                        state <= STACK;
                        left <= 1'b1;
                        stack[height][0] <= xposL;
                        stack[height][1] <= xposR;
                        height <= height + 1;
                    end
                end
            endcase
        end
    end
endmodule
`timescale 1ns / 1ps
module display_controller(
	input clk,
	output hSync, vSync,
	output reg bright,
	output reg[9:0] hCount, 
	output reg [9:0] vCount  
	);
	reg pulse;
	reg clk25;
	initial begin  
		clk25 = 0;
		pulse = 0;
	end
	always @(posedge clk)
		pulse = ~pulse;
	always @(posedge pulse)
		clk25 = ~clk25;
	always @ (posedge clk25)
		begin
		if (hCount < 10'd799)
			begin
			hCount <= hCount + 1;
			end
		else if (vCount < 10'd524)
			begin
			hCount <= 0;
			vCount <= vCount + 1;
			end
		else
			begin
			hCount <= 0;
			vCount <= 0;
			end
		end
	assign hSync = (hCount < 96) ? 0:1;
	assign vSync = (vCount < 2) ? 0:1;
	always @(posedge clk25)
		begin
		if(hCount > 10'd143 && hCount < 10'd784 && vCount > 10'd34 && vCount < 10'd516)
			bright <= 1;
		else
			bright <= 0;
		end	
endmodule
`timescale 1ns / 1ps
module vga_top(
	input ClkPort,
	input BtnC,
	input BtnU,
	output hSync, vSync,
	output [3:0] vgaR, vgaG, vgaB,
	output MemOE, MemWR, RamCS, QuadSpiFlashCS
	);
	wire Reset;
	assign Reset=BtnU;
	wire bright;
	wire[9:0] hc, vc;
	wire [11:0] rgb;
	wire rst;
	reg [27:0]	DIV_CLK;
	always @ (posedge ClkPort, posedge Reset)  
	begin : CLOCK_DIVIDER
      if (Reset)
			DIV_CLK <= 0;
	  else
			DIV_CLK <= DIV_CLK + 1'b1;
	end
	wire move_clk;
	assign move_clk=DIV_CLK[16];  
	wire [11:0] background;
	display_controller dc(.clk(ClkPort), .hSync(hSync), .vSync(vSync), .bright(bright), .hCount(hc), .vCount(vc));
	block_controller sc(.clk(move_clk), .bright(bright), .rst(BtnU), .BTNC(BtnC), .hCount(hc), .vCount(vc), .rgb(rgb));
	assign vgaR = rgb[11 : 8];
	assign vgaG = rgb[7  : 4];
	assign vgaB = rgb[3  : 0];
	assign {MemOE, MemWR, RamCS, QuadSpiFlashCS} = 4'b1111;
endmodule
==> impl_results.html <==
<!-- implementation run metrics -->
<table>
<tr><th>Metric</th><th>Value</th></tr>
<tr><th colspan="2">Final timing</th></tr>
<tr><td>Tmin final</td><td>1.73 ns</td></tr>
<tr><td>Total negative slack</td><td>0 ns</td></tr>
<tr><td>Unrepaired setup endpoints after global routing</td><td>false</td></tr>
<tr><td>Relative max-transition margin</td><td>0.392</td></tr>
<tr><td>Worst-case clock skew</td><td>0.000461 ns</td></tr>
<tr><td>Final-report max-slew violation count</td><td>0</td></tr>
<tr><td>Actual transition at the worst max-transition pin</td><td>0.912 ns</td></tr>
<tr><td>Final worst path period share</td><td>0.392</td></tr>
<tr><td>Total count of hold-check failures in the final report</td><td>0</td></tr>
<tr><td>Count of unclocked register or latch pins</td><td>285</td></tr>
<tr><td>Final worst hold slack</td><td>0.369 ns</td></tr>
<tr><td>Highest clock rate</td><td>579 MHz</td></tr>
<tr><td>Number of unconstrained endpoints</td><td>529</td></tr>
<tr><td>Final setup vio count</td><td>0</td></tr>
<tr><th colspan="2">Clock tree</th></tr>
<tr><td>Post_cts resized</td><td>0</td></tr>
<tr><td>Number of levels the H-tree was split into</td><td>1</td></tr>
<tr><td>Worst-case clock buffer depth</td><td>2</td></tr>
<tr><td>Hold_buf cts</td><td>0</td></tr>
<tr><td>Clock latency at the later pin of the worst-skew pair</td><td>0.24 ns</td></tr>
<tr><td>Clk Tree Root Cell</td><td>sky130_fd_sc_hd__clkbuf_16</td></tr>
<tr><td>TritonCTS clock tree</td><td>built</td></tr>
<tr><td>Clock-pin slew on the worst setup and hold paths</td><td>0.05 ns</td></tr>
<tr><td>Buffer count from post-CTS setup fixing</td><td>0</td></tr>
<tr><td>TritonCTS Buffers</td><td>3</td></tr>
<tr><th colspan="2">Cells and area</th></tr>
<tr><td>Filler Cell Count</td><td>7524</td></tr>
<tr><td>Highest-count cells in the layout ignoring fill and taps</td><td>sky130_fd_sc_hd__nand2_1 (492), sky130_fd_sc_hd__ha_1 (305), sky130_fd_sc_hd__a21oi_1 (303)</td></tr>
<tr><td>Fraction of final layout cells with drive strength greater than 1</td><td>0.0386</td></tr>
<tr><td>Layout Area Growth over Synthesis</td><td>5.80%</td></tr>
<tr><td>Most common cell after layout, fill and taps aside</td><td>sky130_fd_sc_hd__nand2_1</td></tr>
<tr><th colspan="2">Pwr</th></tr>
<tr><td>Standby leakage power</td><td>10.2 nW</td></tr>
<tr><td>Power per standard cell area</td><td>17.2 nW/um^2</td></tr>
<tr><td>Peak ir drop on the vdd network</td><td>143 uV</td></tr>
<tr><th colspan="2">Synth</th></tr>
<tr><td>Post-synthesis cell type with the largest combined area</td><td>sky130_fd_sc_hd__edfxtp_1</td></tr>
<tr><td>Avg Cell Area, Syn</td><td>8.89 um^2</td></tr>
<tr><td>Synth top area cells</td><td>sky130_fd_sc_hd__edfxtp_1 (32%), sky130_fd_sc_hd__ha_1 (17%), sky130_fd_sc_hd__nand2_1 (8.4%)</td></tr>
<tr><td>Count of instantiated cells in the yosys netlist</td><td>2466</td></tr>
<tr><td>Number of synthesized register bits</td><td>303</td></tr>
<tr><td>Post-synth area from yosys stat</td><td>21900 um^2</td></tr>
<tr><td>Flip-flops with a built-in enable</td><td>230</td></tr>
<tr><td>Leading register cell type out of synthesis</td><td>sky130_fd_sc_hd__edfxtp_1</td></tr>
<tr><td>Area share of the leading cell type in the synthesized netlist</td><td>0.315</td></tr>
<tr><td>Library cells used by synthesis</td><td>78</td></tr>
<tr><td>Async set-reset flop share out of synthesis</td><td>0.198</td></tr>
<tr><td>Netlist Area Pre-Place</td><td>21900 um^2</td></tr>
<tr><td>Synth warn</td><td>4</td></tr>
<tr><td>Count of mapped cells out of synthesis</td><td>2466</td></tr>
<tr><td>Share of the yosys chip area belonging to registers</td><td>0.396</td></tr>
<tr><th colspan="2">Die</th></tr>
<tr><td>Placeable Area</td><td>71900 um^2</td></tr>
<tr><td>Boundary Pins</td><td>21</td></tr>
<tr><td>Width of the die</td><td>272 um</td></tr>
<tr><td>Chip height</td><td>272 um</td></tr>
<tr><td>Chip Area</td><td>74200 um^2</td></tr>
<tr><td>Num rows</td><td>98</td></tr>
<tr><td>Starting utilization of the core area</td><td>0.305</td></tr>
<tr><th colspan="2">Run status</th></tr>
<tr><td>Status</td><td>finished clean</td></tr>
<tr><th colspan="2">Min path</th></tr>
<tr><td>Hold crit path type</td><td>reg2reg</td></tr>
<tr><th colspan="2">Global route</th></tr>
<tr><td>GRT Residual Overflow</td><td>0</td></tr>
<tr><td>Initial antenna violation count</td><td>3</td></tr>
<tr><td>Pin count of the biggest net entering global routing</td><td>119</td></tr>
<tr><td>Total routing resource utilization after global routing</td><td>0.169</td></tr>
<tr><td>Via count of the first global-routing pass</td><td>16300</td></tr>
<tr><td>First-pass GRT wire length</td><td>93.8 mm</td></tr>
<tr><th colspan="2">Critical path</th></tr>
<tr><td>Kind of critical path</td><td>reg2reg</td></tr>
<tr><td>Setup crit start kind</td><td>flip-flop</td></tr>
<tr><td>Endpoint kind of the worst setup timing path</td><td>flip-flop</td></tr>
<tr><td>Cells traversed along the worst timing path</td><td>and3_1 &gt; and3_1 &gt; nand3_1 &gt; nor2_1 &gt; and2_1 &gt; nand4_1 &gt; xnor2_1</td></tr>
<tr><td>Top fanout value on the critical path</td><td>4</td></tr>
<tr><td>Worst path required time</td><td>4.53 ns</td></tr>
<tr><td>Cell repeated most along the worst path</td><td>sky130_fd_sc_hd__and3_1</td></tr>
<tr><td>Slowest Stage Delay on Critical Path</td><td>0.39 ns</td></tr>
<tr><td>Critical path arrival</td><td>1.85 ns</td></tr>
<tr><td>Critical path's slowest cell</td><td>sky130_fd_sc_hd__dfrtp_1</td></tr>
<tr><th colspan="2">Place</th></tr>
<tr><td>Sum of net half-perimeters after detailed placement</td><td>38.8 mm</td></tr>
<tr><td>Number of buffers inserted by port buffering</td><td>16</td></tr>
<tr><td>Final weighted congestion of routability-driven global placement</td><td>0.886</td></tr>
<tr><th colspan="2">Detailed routing</th></tr>
<tr><td>Via count of the routed design</td><td>17100</td></tr>
<tr><td>Initial drt markers</td><td>1135</td></tr>
<tr><td>Remaining design rule violation count</td><td>0</td></tr>
<tr><td>Via density per instance</td><td>5.09</td></tr>
<tr><td>Count of nets left with antenna violations after detail routing</td><td>0</td></tr>
<tr><td>Iteration tally of the first detailed-router pass</td><td>5</td></tr>
<tr><td>Routed length per placed instance</td><td>18.0 um</td></tr>
<tr><td>Detailed-route wire length</td><td>60.3 mm</td></tr>
<tr><th colspan="2">Run</th></tr>
<tr><td>Number of logged tool warnings</td><td>34</td></tr>
<tr><td>Max Cap Viol</td><td>0</td></tr>
</table>
## report_power, final
group          switching [mW]  internal [mW]  total (mW)
logic                  0.0254        0.00480      0.0302
clock network          0.0588          0.138       0.197
registers                   0          0.172       0.172
total                  0.0842          0.315       0.399
## synthesized netlist by cell type, types with 14 or more instances
cell	n
sky130_fd_sc_hd__buf_4	14
sky130_fd_sc_hd__edfxtp_1	230
sky130_fd_sc_hd__inv_1	269
sky130_fd_sc_hd__ha_1	305
sky130_fd_sc_hd__nand2b_1	24
sky130_fd_sc_hd__xor2_1	15
sky130_fd_sc_hd__a21oi_1	303
sky130_fd_sc_hd__nand3_1	50
sky130_fd_sc_hd__o31ai_1	15
sky130_fd_sc_hd__clkbuf_1	96
sky130_fd_sc_hd__nor3_1	27
sky130_fd_sc_hd__o21ai_0	81
sky130_fd_sc_hd__o211ai_1	14
sky130_fd_sc_hd__nand4_1	32
sky130_fd_sc_hd__a21o_1	36
sky130_fd_sc_hd__o21a_1	18
sky130_fd_sc_hd__dfrtp_1	48
sky130_fd_sc_hd__a211oi_1	18
sky130_fd_sc_hd__nor2b_1	29
sky130_fd_sc_hd__xnor2_1	41
sky130_fd_sc_hd__nor2_1	71
sky130_fd_sc_hd__nand2_1	492
## final cells by class
type | instances | area (um^2) | area share
multi-input combinational | 1776 | 11700 | 0.506
sequential | 303 | 8700 | 0.375
tap | 950 | 1190 | 0.0512
inverter | 269 | 1010 | 0.0435
timing repair buffer | 55 | 465 | 0.0201
clock buffer | 4 | 88.8 | 0.00383
antenna | 2 | 5.00 | 0.000216
## metrics by stage
stage / util / cell area, um^2 / worst slack [ns] / instances / total power [mW]
floorplan: - / 21900 / 0.737 / 2469 / 0.201
finish: 0.323 / 23200 / 2.67 / 3359 / 0.399
CTS: 0.323 / 23200 / 2.68 / 3357 / 0.403
detailed placement: 0.321 / 23100 / 2.52 / 3353 / 0.207
global placement: 0.321 / 23100 / 2.54 / 3353 / 0.206
global route: 0.323 / 23200 / 2.52 / 3357 / 0.413
## final timing paths
check                      startpoint           to  slack (ns)  cells after the start
hold / removal               dc.pulse     dc.pulse        0.37                      1
max in group asynchronous        BtnU  DIV_CLK[16]        2.86                      2
setup reg to reg           DIV_CLK[2]  DIV_CLK[16]        2.67                      7
hold reg to reg              dc.pulse     dc.pulse        0.37                      1
min in group asynchronous        BtnU   DIV_CLK[6]        1.13                      2
setup / recovery           DIV_CLK[2]  DIV_CLK[16]        2.67                      7
## metal layers
layer | GRT usage | part of all wire | vias to the layer above
li1 | - | - | 8520
met1 | 0.240 | 0.44 | 8039
met2 | 0.261 | 0.45 | 491
met3 | 0.0543 | 0.089 | 64
met4 | 0.0281 | 0.019 | 0
met5 | 0 | 0 | -
## state kept, by name, indices dropped and copies added, names as in the netlist, 2 cells and up
name,count
sc.stack,200
sc.left,2
sc.height,5
dc.vCount,10
sc.xprevR,10
sc.xprevL,10
sc.state,5
sc.xposR,10
sc.ypos,9
sc.xposL,10
dc.hCount,10
DIV_CLK,17
## critical path: cells and delay by family, from the launching register on
kind	cells	cell delay (ns)
xor+xnor	1	0.14
flops	1	0.39
simple gates	6	1.08
## cell families (layout without fill, tap and decap cells)
| group | after synthesis | in the layout | share of synthesized area |
|---|---|---|---|
| multiplexers | 9 | 9 | 0.00439 |
| flip-flops | 303 | 303 | 0.396 |
| other | 1 | 6 | 0.000171 |
| AND-OR/OR-AND | 607 | 607 | 0.171 |
| XOR/XNOR | 56 | 56 | 0.0224 |
| AND/OR/NAND/NOR | 792 | 792 | 0.159 |
| buffers and inverters | 390 | 328 | 0.0700 |
| adder cells (fa/ha/maj) | 308 | 308 | 0.177 |
Power is estimated from default activity; no workload was simulated.
